### flow/run.sh
#!/bin/bash
# OpenROAD 26Q1-2900-gdf79404cd8, Yosys 0.63+post, stock flow scripts
make -C /OpenROAD-flow-scripts/flow DESIGN_CONFIG=/design/flow/config.mk WORK_HOME=/design/flow/orfs finish
### flow/config.mk
export PLATFORM = sky130hd
export DESIGN_NAME = led_blinker
export DESIGN_NICKNAME = led_blinker
export VERILOG_FILES = /design/flow/design.v
export SDC_FILE = /design/flow/constraint.sdc
export NUM_CORES = 4
export LEC_CHECK = 1
export CORE_AREA = 10 10 113 113
export DIE_AREA = 0 0 123 123
export SYNTH_HDL_FRONTEND = slang
### flow/constraint.sdc
current_design led_blinker

set clk_period 4.8
set clk_io_pct 0.2

create_clock -name clk0 -period $clk_period [get_ports {clk}]

set non_clock_inputs [all_inputs -no_clocks]
set_input_delay [expr $clk_period * $clk_io_pct] -clock clk0 $non_clock_inputs
set_output_delay [expr $clk_period * $clk_io_pct] -clock clk0 [all_outputs]
### flow/design.v
`timescale 1ns / 1ps
module led_blinker(
    input wire clk,
    input wire reset,
    output reg [15:0] led
);
reg [28:0] counter;
reg [15:0] on;
always @(posedge clk or posedge reset) begin
    if (reset) begin
        counter <=0;
        led <=16'h000;
    end
    else if(counter[27]) begin
        led<=~counter[18:3];
        counter<=counter+1;
    end else begin
        led<=16'h000;
        counter<=counter +1;
    end
    end
endmodule
==> deck_impl_summary.md <==
Flow Results at a Glance

Worst setup path
  • CP Class: flip-flop to output port
  • Chain of cells forming the critical path: clkdlybuf4s50_1
  • Buffers plus inverters on the worst setup path: 1
  • Slowest cell delay on critical path: 0.46 ns
  • CP max stage cell: clkdlybuf4s50_1
  • R2R Setup Slk: 3.09 ns
  • Launch point of the worst reg-to-reg path: counter[8]$_DFF_PP0_
  • Required @ worst endpoint: 3.84 ns
  • CP max FO: 1
  • Kind of launch point of the worst setup path: flip-flop
  • Crit. End Element: output port
  • Kind of cell adding the most delay to the critical path: buffers and inverters
  • Launch point of the worst path: led[11]$_DFF_PP0_
  • Signal arrival time at the worst endpoint: 1.09 ns

Clock network
  • Number of buffers added by the clock tree synthesis step: 5
  • Root Buffer Master: clkbuf_8
  • Number of sinks handled by clock tree synthesis: 44
  • Number of H-tree levels: 2
  • Clock transition at path regs: 0.07 ns
  • Worst-case clock buffer depth: 2
  • Clock network latency to the later pin of the worst-skew pair: 0.29 ns
  • Clock tree from TritonCTS: built
  • Setup Fix Bufs, Post-CTS: 0
  • Hold-fix buffer count after cts: 0
  • # resized after CTS: 0

Final timing
  • Min setup slack post-route: 2.746 ns
  • Post-route clock period utilization: 42.79%
  • Setup Skew: 0.004724 ns
  • Sum of negative setup slack: 0 ns
  • Highest attainable clock frequency: 0.4868 GHz
  • Setup repair after global routing missed its margin: false
  • Final Max Slew Viols: 0
  • Min Tclk post-route: 2.054 ns
  • Relative slew slack: 49.11%
  • Count of final setup violators: 0
  • Endpoints failing hold: 0
  • Actual slew at the worst max-slew pin: 0.7592 ns

Synth
  • Post-synthesis instance total: 141
  • Most used standard cell by instance count after synthesis: dfrtp_1
  • Registers, synthesis: 44
  • Sequential element share of the synthesized area: 62.37%
  • Post-synthesis instance area: 1765 um2
  • Synth Warn #: 0
  • Synth cell count leaders: dfrtp_1, xnor2_1, nor2b_1
  • Number of enable-type register cells in the synthesized netlist: 0
  • Main area contributors after synthesis: dfrtp_1, xnor2_1, nor2b_1
  • Async set-or-reset flop fraction in the synthesized netlist: 100.0%
  • Share of the synthesized area in the top cell type: 62.37%
  • Most area-hungry cell type in the Yosys netlist: dfrtp_1
  • Avg Cell Area, Syn: 12.52 um2
  • Distinct cell type count after synthesis: 20
  • Main synth FF type: dfrtp_1
  • Yosys stat area: 1765 um2
  • Cells in synth_stat.txt: 141

Power and ir drop
  • IR Drop Worst-Case VDD: 107.5 uV
  • Leakage power total: 0.9482 nW
  • Power density relative to cell area: 280.7 nW/um2

Die
  • I/O Pins: 18
  • Height of the chip: 123 um
  • Num rows: 37
  • Die width: 123 um
  • Chip area: 15130 um2
  • Initial Util: 17.10%
  • Floorplan Core Area: 10320 um2

Job
  • Number of logged tool warnings: 25
  • Max-Cap Viols: 0

Cells and area
  • Syn-to-layout area delta: 24.24%
  • Finished Core Util: 21.25%
  • Filler cells: 1093
  • Fraction of layout cells with a size suffix above 1: 8.589%
  • Area of all placed cells without fillers: 2193 um2

GRT
  • First-pass GRT wire length: 4.754 mm
  • Total congestion overflow: 0
  • Pin count of the biggest net entering global routing: 45
  • Via count of the first global-routing pass: 1008
  • Overall global routing resource usage: 3.768%
  • Initial antenna violation count: 0

Drt
  • Remaining antenna violation count after routing: 0
  • Met2 wire len: 1.294 mm
  • WL final: 2.721 mm
  • Diode insertion count for antenna repair: 0
  • Wire length per cell after detailed routing: 9.100 um
  • Routed length on met1: 1.160 mm
  • Initial detailed-routing violation count: 49
  • Top Layer Used: met4
  • First-pass DRT Iterations: 3
  • DR vias/cell: 3.438
  • Count of vias placed by the detailed router: 1028
  • Post-route DRC: 0
  • Met3 wirelength from detailed routing: 178 um

Place
  • Count of input and output buffers: 17
  • DP Worst Slack: 2.960 ns
  • Instance area at placement: 2097 um2
  • HPWL after detailed placement: 1.973 mm
  • Weighted congestion reported at the end of routability-driven placement: 0.7247

Run status
  • Run status: finished clean

Min path
  • Hold path startpoint: counter[0]$_DFF_PP0_
  • Worst hold-check path type: flip-flop to flip-flop
[area by class of cell]
type / count / area, um2 / share of cell area (%)
Clock buffer: 7 / 96.34 / 4.392
Inverter: 4 / 15.01 / 0.6845
Multi-Input combinational cell: 90 / 633.1 / 28.86
Sequential cell: 44 / 1101 / 50.20
Tap cell: 136 / 170.2 / 7.758
Timing Repair Buffer: 18 / 177.7 / 8.100
[flip-flops by register name, indices dropped and copies added, names as in the netlist]
| signal | cells |
|---|---|
| led | 16 |
| counter | 28 |
[per-stage QoR]
stage | hold slack, ns | total power [mW] | instances
after floorplan | 0.4348 | 0.3831 | 141
after global routing | 0.4887 | 0.6467 | 299
final | 0.4670 | 0.6156 | 299
after CTS | 0.4721 | 0.6265 | 299
after global placement | 0.4471 | 0.3866 | 292
after detailed placement | 0.4609 | 0.3866 | 292
[per-layer routing]
metal | global-route usage, % | vias to the layer above
li1 | - | 509
met1 | 4.478 | 499
met2 | 6.426 | 15
met3 | 1.203 | 5
met4 | 1.092 | 0
met5 | 0 | -
[cell usage in the layout, fill, tap and decap left out]
| master | netlist | layout |
|---|---|---|
| nand3_4 | 1 | 1 |
| xor2_1 | 5 | 5 |
| nand2_1 | 10 | 10 |
| ha_1 | 1 | 1 |
| and3_1 | 5 | 5 |
| nor2_1 | 4 | 4 |
| nand4_1 | 10 | 10 |
| clkbuf_8 | 0 | 7 |
| xnor2_1 | 21 | 21 |
| nor2b_1 | 16 | 16 |
| and2_1 | 3 | 3 |
| nor4_4 | 1 | 1 |
| inv_1 | 4 | 4 |
| nand3_2 | 1 | 1 |
| clkdlybuf4s50_1 | 0 | 17 |
| nand3_1 | 8 | 8 |
| nor3_2 | 3 | 3 |
| and4_1 | 1 | 1 |
| dfrtp_1 | 44 | 44 |
| buf_4 | 1 | 1 |
[where the power goes]
group	leakage [nW]	switching, mW	internal (mW)
clock network	0.0503	0.109	0.128
registers	0.605	0	0.370
logic	0.293	0.00681	0.00130
total	0.948	0.116	0.500
[worst paths after layout]
path | depth (start not counted) | end
max | 1 | led[11]
min | 1 | counter[0]$_DFF_PP0_
max reg2reg | 4 | counter[27]$_DFF_PP0_
min reg2reg | 1 | counter[0]$_DFF_PP0_
max in group asynchronous | 3 | counter[3]$_DFF_PP0_
min in group asynchronous | 3 | led[3]$_DFF_PP0_
[cell families (layout without fill, tap and decap cells)]
| logic type | Yosys count | after routing | synth area share [%] |
|---|---|---|---|
| simple gates | 63 | 63 | 22.25 |
| xor+xnor | 26 | 26 | 12.90 |
| fa+ha+maj | 1 | 1 | 0.7086 |
| buf+inv | 7 | 29 | 1.771 |
| flops | 44 | 44 | 62.37 |
Power is estimated from default activity; no workload was simulated.
