==> flow/design.v <==
`timescale 1ns / 1ps
module bitonic(
    input wire[23:0] nums,
    input wire clk,
    input wire reset,
    output reg[23:0] sout
    );
    wire[2:0] num[0:7];
    wire[2:0] stage1[0:7];
    wire[2:0] stage2[0:7];
    wire[2:0] stage3[0:7];
    wire[2:0] stage4[0:7];
    wire[2:0] stage5[0:7];
    wire[2:0] stage6[0:7];
    genvar i;
    genvar n;
    genvar v;
    generate
        for(i=0;i<8;i=i+1)begin: gen_inputs
            assign num[i]=nums[i*3+:3];
        end
    endgenerate 
    order order1(num[0],num[1],clk,reset,stage1[0],stage1[1]);
    order order2(num[3],num[2],clk,reset,stage1[3],stage1[2]);
    order order3(num[4],num[5],clk,reset,stage1[4],stage1[5]);
    order order4(num[6],num[7],clk,reset,stage1[7],stage1[6]);
    order order5(stage1[0],stage1[2],clk,reset,stage2[0],stage2[2]);
    order order6(stage1[1],stage1[3],clk,reset,stage2[1],stage2[3]);
    order order7(stage1[5],stage1[7],clk,reset,stage2[7],stage2[5]);
    order order8(stage1[4],stage1[6],clk,reset,stage2[6],stage2[4]);
    order order9(stage2[0],stage2[1],clk,reset,stage3[0],stage3[1]);
    order order10(stage2[2],stage2[3],clk,reset,stage3[2],stage3[3]);
    order order11(stage2[4],stage2[5],clk,reset,stage3[5],stage3[4]);
    order order12(stage2[6],stage2[7],clk,reset,stage3[7],stage3[6]);
    order order13(stage3[0],stage3[4],clk,reset,stage4[0],stage4[4]);
    order order14(stage3[1],stage3[5],clk,reset,stage4[1],stage4[5]);
    order order15(stage3[2],stage3[6],clk,reset,stage4[2],stage4[6]);
    order order16(stage3[3],stage3[7],clk,reset,stage4[3],stage4[7]);
    order order17(stage4[0],stage4[2],clk,reset,stage5[0],stage5[2]);
    order order18(stage4[1],stage4[3],clk,reset,stage5[1],stage5[3]);
    order order19(stage4[4],stage4[6],clk,reset,stage5[4],stage5[6]);
    order order20(stage4[5],stage4[7],clk,reset,stage5[5],stage5[7]);
    order order21(stage5[0],stage5[1],clk,reset,stage6[0],stage6[1]);
    order order22(stage5[2],stage5[3],clk,reset,stage6[2],stage6[3]);
    order order23(stage5[4],stage5[5],clk,reset,stage6[4],stage6[5]);
    order order24(stage5[6],stage5[7],clk,reset,stage6[6],stage6[7]);
    always @(posedge clk or posedge reset) begin
        if (reset) begin
            sout <= 24'b0;
        end else begin
            sout <= {stage6[0], stage6[1], stage6[2], stage6[3], stage6[4], stage6[5], stage6[6], stage6[7]};
        end
    end
endmodule
`timescale 1ns / 1ps
module impu(
    input wire clk,
    input wire reset,
    input wire btnU,
    input wire [15:0] sw,
    output wire [15:0] led
    );
    wire[26:0] new1=85621469;
    wire[26:0] result;
    wire [23:0] tinput;
    assign tinput = {sw[15:13], sw[12:10], sw[9:7], sw[6:4], sw[3:1], sw[0], 2'b0, 3'b0}; 
    wire [23:0] sout;
    bitonic bitonic1(.nums(tinput),.clk(clk),.reset(reset),.sout(sout));
    wire [2:0] sorted [0:7];
    genvar i;
    generate
        for (i = 0; i < 8; i = i + 1) begin : extract
            assign sorted[i] = sout[i*3 +: 3];
        end
    endgenerate
    wire scorrect = (sorted[0] >= sorted[1]) &&
                    (sorted[1] >= sorted[2]) &&
                    (sorted[2] >= sorted[3]) &&
                    (sorted[3] >= sorted[4]) &&
                    (sorted[4] >= sorted[5]) &&
                    (sorted[5] >= sorted[6]) &&
                    (sorted[6] >= sorted[7]);
    assign led[15] = scorrect;     
    assign led[14:12] = sorted[0];       
    assign led[11:9] = sorted[1];        
    assign led[8:6] = sorted[7];         
    assign led[5:3] = sorted[3];         
    assign led[2:0] = 3'b111; 
endmodule
`timescale 1ns / 1ps
module order(
    input wire[2:0] a,
    input wire[2:0] b,
    input wire clk,
    input wire reset,
    output wire[2:0] c,
    output wire[2:0] d
    );
    assign c = (a < b) ? a : b;
    assign d = (a < b) ? b : a;
endmodule
==> flow/run.sh <==
#!/bin/bash
# OpenROAD 26Q1-2900-gdf79404cd8, Yosys 0.63+post, stock flow scripts
make -C /OpenROAD-flow-scripts/flow DESIGN_CONFIG=/design/flow/config.mk WORK_HOME=/design/flow/orfs finish
==> flow/config.mk <==
export PLATFORM = sky130hd
export DESIGN_NAME = impu
export DESIGN_NICKNAME = impu
export VERILOG_FILES = /design/flow/design.v
export SDC_FILE = /design/flow/constraint.sdc
export NUM_CORES = 4
export LEC_CHECK = 1
export CORE_UTILIZATION = 50
export SYNTH_HDL_FRONTEND = slang
==> flow/constraint.sdc <==
current_design impu

set clk_period 3.1
set clk_io_pct 0.2

create_clock -name clk0 -period $clk_period [get_ports {clk}]

set non_clock_inputs [all_inputs -no_clocks]
set_input_delay [expr $clk_period * $clk_io_pct] -clock clk0 $non_clock_inputs
set_output_delay [expr $clk_period * $clk_io_pct] -clock clk0 [all_outputs]
==> results.sh <==
# flow metrics
export IMPL_busiest_layer="met2"
export IMPL_synth_cell_types=53
export IMPL_netlist_top_cells_area="ha_1 (30%), dfrtp_1 (16%), inv_1 (9.4%)"
export IMPL_met1_usage=0.308
export IMPL_clock_sinks=21
export IMPL_htree_num_levels=1
export IMPL_slew_violations=0
export IMPL_slowest_stage="mux2_4"
export IMPL_ys_area_um2=3360
export IMPL_cts_root_buf="clkbuf_8"
export IMPL_worstPathRequired_ps=3240
export IMPL_cap_violations=0
export IMPL_area_delta_synth_final_pct=54.1
export IMPL_vdd_drop_max_v=0.000245
export IMPL_yosysCellCount=398
export IMPL_track_usage=0.215
export IMPL_largest_reg_flops=21
export IMPL_syn_avg_cell_area_um2=8.45
export IMPL_grt_use_met2=0.378
export IMPL_yosysTopAreaCellShare=0.301
export IMPL_drive_gt1_frac=0.403
export IMPL_slew_headroom=0.515
export IMPL_core_um2=6420
export IMPL_setup_viol=14
export IMPL_tightest_slew_ps=726
export IMPL_finalClockPeriodUsage=1.96
export IMPL_fmax_mhz=165
export IMPL_num_vias=3058
export IMPL_io_buffers=27
export IMPL_wl_um=7120
export IMPL_cts_buffers=3
export IMPL_grt_pass1_vias=2955
export IMPL_first_pass_iters=51
export IMPL_vias_per_cell=4.81
export IMPL_overflow=0
export IMPL_diodes=0
export IMPL_start_kind="input port"
export IMPL_antenna_found_initial=0
export IMPL_rsz0062_at_grt="true"
export IMPL_crit_path_start="sw[11]"
export IMPL_ioPinCount=35
export IMPL_status="finished with violations"
export IMPL_worstSetupEndpointType="register"
export IMPL_critPathMaxFanout=3
export IMPL_wl_per_cell_um=11.2
export IMPL_postSynthSeqShare=0.156
export IMPL_worstPathArrival_ps=6210
export IMPL_grt_pass1_wl_um=12500
export IMPL_dieArea_um2=7060
export IMPL_yosys_warnings=0
export IMPL_rows=29
export IMPL_finalCriticalPeriod_ps=6070
export IMPL_enable_flop_cells=0
export IMPL_clkTransAtPathRegs_ps=70
export IMPL_grt_max_degree=22
export IMPL_p_total_mw=2.74
export IMPL_violations="design-rule violations, negative setup slack"
export IMPL_lay_top_cells="buf_4 (136), inv_1 (76), ha_1 (65)"
export IMPL_numSynthFlops=21
export IMPL_clock_path_buffers=2
export IMPL_floorplan_core_util=0.524
export IMPL_die_w_um=84.0
export IMPL_hpwl_um=5920
export IMPL_top_area_cell="ha_1"
export IMPL_regMostFlops="bitonic1.sout"
export IMPL_gp_congestion=0.939
export IMPL_dp_slack_ps=-3790
export IMPL_layout_setup_ws_ps=-2970
export IMPL_syn_area_um2=3360
export IMPL_lay_top_count="buf_4"
export IMPL_fin_tns_setup_ps=-38500
export IMPL_warning_count=64
export IMPL_syn_instance_count=398
export IMPL_reg_top3="bitonic1.sout (21)"
export IMPL_cpPeakStageDelay_ps=340
export IMPL_drcViolationCount=4
export IMPL_hold_class="in -> async"
export IMPL_grt_use_met3=0.00803
export IMPL_ant_nets=0
export IMPL_synth_main_ff_cell="dfrtp_1"
export IMPL_crit_path_frequent_cell="ha_4"
export IMPL_crit_type="in -> reg"
export IMPL_die_h_um=84.0
export IMPL_power_density_nw_per_um2=528
export IMPL_drt_iter0_drc=89
export IMPL_cts_tree="built"
export IMPL_hold_viol_final=0
export IMPL_ys_async_sr_fraction=1.00
export IMPL_leakagePower_nw=2.75
-- power breakdown --
part	internal, mW	leakage (nW)	switching (mW)
registers	0.373	0.254	0.0550
clock network	0.0911	0.0228	0.0744
logic	1.23	2.48	0.910
total	1.70	2.75	1.04
-- cells by family after synthesis --
logic type / share of synthesized area
buf+inv: 0.129
compound gates: 0.196
fa+ha+maj: 0.301
simple gates: 0.115
mux: 0.0993
flops: 0.156
other cells: 0.00223
-- worst max-delay path: cells and delay by family --
kind,cells,cell delay (ps)
AND/OR/NAND/NOR,7,510
multiplexers,6,1760
buffers and inverters,5,370
AND-OR/OR-AND,9,1310
adder cells (fa/ha/maj),6,1630
-- per-layer routing --
layer / vias up / part of all wire
li1: 1638 / -
met1: 1383 / 0.50
met2: 33 / 0.48
met3: 4 / 0.013
met4: 0 / 0.0065
met5: - / 0
-- stage by stage --
stage / hold slack, ps / std cells / area (µm²) / utilization
finish: 799 / 636 / 5180 / 0.807
global route: 874 / 636 / 5180 / 0.807
CTS: 823 / 633 / 5030 / 0.783
detailed placement: 1100 / 620 / 4790 / 0.745
global placement: 1070 / 620 / 4790 / 0.745
floorplan: 597 / 406 / 3590 / -
-- final cells by class --
cell class	instances	area, µm²
flip-flops and latches	21	526
well taps	77	96.3
repair buffers	165	1320
fillers	391	1240
multi-input cells	285	2870
clock buffers	4	45.0
inverters	84	328
-- synth_stat cells (all sizes together) (2+ instances only) --
cell type / number
inv: 84
ha: 81
nor2: 28
a21oi: 26
dfrtp: 21
mux2i: 21
buf: 16
o21ai: 13
nand2b: 12
mux2: 10
nand2: 10
a21o: 9
o21bai: 9
nor2b: 6
nor3: 6
o21a: 4
a31oi: 3
and2: 3
o211ai: 3
o2bb2ai: 3
a2bb2oi: 2
a32o: 2
conb: 2
o311ai: 2
o41ai: 2
or2: 2
or3: 2
-- worst max-delay path by stage --
stage | endpoint | slack [ps] | cells past startpoint
6_report | bitonic1.sout[3] | -2970 | 33
5_1_grt | bitonic1.sout[3] | -3240 | 33
4_1_cts | bitonic1.sout[0] | -2860 | 33
-- what timing repair did --
action / 4_1_cts / 5_1_grt
gates resized: 50 / 27
buffers inserted: 9 / 4
setup endpoints to repair: 17 / 20
hold buffers: 0 / 0
pin swaps: 27 / 13
Power figures rest on the tool's default switching activity, not on a simulated workload.
